==> design.v <==
`timescale 1ns / 1ps
module sram_read_unit(
	clk,
	sram_read_start,
	write_done,
	data_after_chuli,
	sram_read_loadbytedone,
	sram_read_selec,
	sram_read_read,
	sram_read_write,
	data_from_sram,
	sram_read_addr,
	sram_read_finish,
	sram_read_count,
	read_pause,
	addr_reset
    );
	input clk;
	input sram_read_start;
	input write_done;
	output reg[7:0]data_after_chuli;
	output sram_read_loadbytedone;
	output sram_read_selec;
	output sram_read_read;
	output sram_read_write;
	input[15:0]data_from_sram;
	output[18:0] sram_read_addr;
	output sram_read_finish;
	output[19:0]sram_read_count;
	output read_pause;
	input addr_reset;
	reg[18:0] addr_tmp = 0;
	assign sram_read_addr = addr_tmp;
	assign read_pause = ((addr_tmp % 512) == 0) ? 1'b1 : 1'b0;
	wire sram_read_done;
	always @ (posedge sram_read_done)
		if(addr_reset)
			addr_tmp <= 0;
		else
			addr_tmp <= addr_tmp + 1;
	parameter M = 200000;  
	reg[19:0] count = 0;
	assign sram_read_count = count;
	always@(posedge write_done)
		if(addr_reset)
			count <= 0;
		else if(sram_read_start)
			count <= count + 1;
	localparam st_IDLE1 = 0,
			   st_D1 = 1,
			   st_IDLE2 = 2,
			   st_D2 = 3,
			   st_READ_DOWN1 = 4,
			   st_READ_DOWN2 = 5,
			   st_FINISH = 6;
	reg[3:0] cur_st=0,nxt_st=0;
	always @ (posedge clk)
		cur_st <= nxt_st;
	always @ * begin
		nxt_st = cur_st;
		case(cur_st) 
			st_IDLE1:if(sram_read_start)if(write_done)nxt_st=st_READ_DOWN1;
			st_READ_DOWN1:if(count>=M)nxt_st=st_FINISH;else nxt_st=st_IDLE2;
			st_IDLE2:if(sram_read_start)if(write_done)nxt_st=st_READ_DOWN2;
			st_READ_DOWN2:if(count>=M)nxt_st=st_FINISH;else nxt_st=st_IDLE1;
			st_FINISH:if(count<M)nxt_st=st_IDLE1; else nxt_st=st_FINISH;
			default:nxt_st=st_IDLE1;
		endcase
	end
	always @ (posedge clk) 
		if(cur_st==st_IDLE1)
			data_after_chuli <= data_from_sram[15:8];
		else if(cur_st==st_IDLE2)
			data_after_chuli <= data_from_sram[7:0];
	assign sram_read_done = cur_st==st_READ_DOWN1 ? 1'b1 : 1'b0;
	assign sram_read_loadbytedone = cur_st==st_READ_DOWN1 || cur_st==st_READ_DOWN2 ? 1'b1 : 1'b0;
	assign sram_read_read = cur_st==st_IDLE1 ? 1'b1 : 1'b0;
	assign sram_read_write = 0;
	assign sram_read_selec = cur_st==st_IDLE1 ? 1'b1 : 1'b0;
	assign sram_read_finish = cur_st==st_FINISH ? 1'b1 : 1'b0;
endmodule
==> run.sh <==
#!/bin/bash
# OpenROAD 26Q1-2900-gdf79404cd8, Yosys 0.63+post, stock flow scripts
make -C /OpenROAD-flow-scripts/flow DESIGN_CONFIG=/design/flow/config.mk WORK_HOME=/design/flow/orfs finish
==> config.mk <==
export PLATFORM = sky130hd
export DESIGN_NAME = sram_read_unit
export DESIGN_NICKNAME = sram_read_unit
export VERILOG_FILES = /design/flow/design.v
export SDC_FILE = /design/flow/constraint.sdc
export NUM_CORES = 4
export LEC_CHECK = 1
export CORE_UTILIZATION = 40
==> constraint.sdc <==
current_design sram_read_unit

set clk_period 3.5
set clk_io_pct 0.2

create_clock -name clk0 -period $clk_period [get_ports {clk}]
create_clock -name clk1 -period $clk_period [get_ports {write_done}]

set non_clock_inputs [all_inputs -no_clocks]
set_input_delay [expr $clk_period * $clk_io_pct] -clock clk0 $non_clock_inputs
set_output_delay [expr $clk_period * $clk_io_pct] -clock clk0 [all_outputs]
==> metrics.csv <==
metric,value,unit
outcome,completed,
grt_max_degree,39,
p_clk_frac,0.345,
top_area_cell,dfxtp_1,
wl,4.98,mm
untimed_endpoints,39,
p_int,1140,uW
yosysTopAreaCellShare,0.329,
cpPeakStageDelay,0.18,ns
netSwitchingFraction,0.225,
ys_seq_frac,0.469,
hpwl,3.48,mm
cts_resized,0,
worstSetupStartpointType,clock port,
hold_class,reg2reg,
grt_pass1_wl,8.47,mm
num-fill-cells,504,
drt_pass1_iterations,4,
post-cts-setup-buffers,0,
crit_chain,"clkbuf_8, clkbuf_8, clkbuf_8, clkbuf_8, clkbuf_8, nand2_1, nand2_1, clkbuf_8, clkbuf_8",
p_leak,0.00116,uW
yosys_warnings,1,
peakVddDrop,0.000334,V
setup_viol,0,
postCtsHoldBufs,0,
dpl.cell_count,384,
antennaDiodeCount,0,
required,3.50,ns
gp_congestion,0.789,
vias,2012,
worst_ep_arrival_time,2.77,ns
crit_slowest_cell,clkbuf_8,
chipHeight,79.0,um
grt-ovfl-total,0,
power.density,442,mW/mm2
grt_usage,0.172,
worst_pin_slew,0.787,ns
ys_chip_area,0.00237,mm2
whs,0.544,ns
stdcell_count,401,
cp_max_fo,2,
rrSetupSlack,1.59,ns
syn_avg_cell_area,9.56,um2
crit_path_end_kind,flop,
rsz0062_at_grt,no,
skew,0.00451,ns
synthArstFlopShare,0,
fp-utilization,0.423,
top_cells_by_count,"39 x dfxtp_1, 39 x nor2_1, 16 x xnor2_1",
cap_violations,0,
top_cells_by_area,"dfxtp_1 33%, edfxtp_1 14%, mux2_2 6.2%",
ys_cells,248,
die_area,0.00624,mm2
relSlewSlack,0.473,
ys_seq_elements,50,
die_width,79.0,um
netlist_instances,248,
pin_count,73,
crit_path_frequent_cell,clkbuf_8,
tns,0,ns
syn2layout_area_growth,41.0,%
warnings,30,
first_iter_violations,114,
syn_area,0.00237,mm2
vias_per_cell,5.02,
rows,27,
hold_violations,0,
grt_pass1_vias,1866,
synth.distinct_cells,44,
io_buffers,70,
drive_gt1_frac,0.125,
ys.flop_type,dfxtp_1,
crit_type,clk2reg,
unclocked_pins,19,
power_frac_comb,0.234,
p_switching,332,uW
pwr-share-seq,0.421,
ant_nets,0,
antenna_found_initial,0,
drc,0,
wl_per_cell,12.4,um
cts.clk_slew.worst_paths,0.06,ns
core,0.00561,mm2
drv_slew,0,
cts_tree,built,
edf_count,11,
-- critical path, delay by kind of cell --
| family | cells | cell delay (ns) |
|---|---|---|
| buffers and inverters | 7 | 0.88 |
| and+or+nand+nor | 2 | 0.14 |
-- registers in the layout, summed over array words and instances, names as in the netlist --
signal,count
cur_st,3
count,20
data_after_chuli,8
addr_tmp,19
-- layout make-up --
class	instances	area, um2	share of cell area
clock buffers	16	210	0.0629
clock inverters	1	3.75	0.00112
inverters	9	33.8	0.0101
multi-input cells	180	1170	0.350
flip-flops and latches	50	1110	0.332
well taps	72	90.1	0.0269
repair buffers	73	723	0.216
-- cells by family (layout without fill, tap and decap cells) --
group	after synthesis	after routing	synth area share
AND-OR/OR-AND	22	22	0.0586
XOR/XNOR	22	22	0.0813
adder cells (fa/ha/maj)	4	4	0.0211
buffers and inverters	18	99	0.0375
flip-flops	50	50	0.469
multiplexers	14	14	0.0660
other	1	1	0.00158
AND/OR/NAND/NOR	117	117	0.265
-- per-layer routing --
metal / vias to the layer above / part of all wire / track usage
li1: 1022 / - / -
met1: 921 / 0.49 / 0.265
met2: 65 / 0.42 / 0.247
met3: 4 / 0.079 / 0.0513
met4: 0 / 0.0072 / 0.0327
met5: - / 0 / 0
-- path summary, 6_finish.rpt --
| kind | cells past startpoint | end | start |
|---|---|---|---|
| worst max-delay path | 9 | cur_st[0] | write_done |
| worst min-delay path | 2 | count[14] | count[14] |
| worst max register to register | 5 | count[16] | count[0] |
| worst min register to register | 2 | count[14] | count[14] |
| max in group clk1 | 5 | count[16] | sram_read_start |
| min in group clk0 | 1 | cur_st[0] | cur_st[1] |
-- through the flow --
| stage | util | area, um2 | total power, uW | setup slack [ns] |
|---|---|---|---|---|
| CTS | 0.596 | 3340 | 1510 | 0.697 |
| finish | 0.596 | 3340 | 1480 | 0.735 |
| detailed placement | 0.558 | 3130 | 994 | 0.899 |
| floorplan | - | 2370 | 783 | 1.34 |
| global route | 0.596 | 3340 | 1570 | 0.689 |
| global placement | 0.558 | 3130 | 992 | 0.936 |
-- cell usage in the layout (no fill, tap or decap), drive strengths merged, types with 3 or more instances in the layout --
master and count:
mux2 13, clkdlybuf4s50 70, nor4 8, nor3 8
nor2b 8, buf 3, xnor2 16, or3 4
nand4 9, clkbuf 16, ha 4, or4 3
a21oi 8, xor2 6, inv 9, edfxtp 11
nand2 15, o21ai 5, nand3 13, dfxtp 39
nor2 39
-- power by group through the flow --
stage / clock network (uW) / logic, uW / registers [uW]
4_1_cts: 528 / 355 / 622
5_1_grt: 557 / 384 / 627
6_report: 510 / 345 / 622
Power figures rest on the tool's default switching activity, not on a simulated workload.
