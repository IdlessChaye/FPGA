==> flow/design.v <==
`timescale 1ns / 1ps
module stop_watch (
        input clk,
        input go,clr,
        output[3:0] d7,d6,d5,d4,d3,d2,d1,d0
    );
    localparam COUNT_VALUE = 100_000_000;
    reg[26:0] ms_reg;
    reg[3:0] d7_reg,d6_reg,d5_reg,d4_reg,d3_reg,d2_reg,d1_reg,d0_reg;
    wire ms_tick;
    reg[3:0] d7_next,d6_next,d5_next,d4_next,d3_next,d2_next,d1_next,d0_next;
    always @ (posedge clk)
        if(clr == 0) begin
            ms_reg <= 27'b0;
            d0_reg <= 4'b0;
            d1_reg <= 4'b0;
            d2_reg <= 4'b0;
            d3_reg <= 4'b0;
            d4_reg <= 4'b0;
            d5_reg <= 4'b0;
            d6_reg <= 4'b0;
            d7_reg <= 4'b0;            
        end else if(go == 1) begin
            if(ms_reg < COUNT_VALUE - 1)
                ms_reg <= ms_reg + 1;
            else   
                ms_reg <= 0;
            d0_reg <= d0_next;
            d1_reg <= d1_next;
            d2_reg <= d2_next;
            d3_reg <= d3_next;
            d4_reg <= d4_next;
            d5_reg <= d5_next;
            d6_reg <= d6_next;
            d7_reg <= d7_next;
        end
    always @ (ms_tick) begin
        if(clr == 0) begin
            d0_next = 4'b0;
            d1_next = 4'b0;
            d2_next = 4'b0;
            d3_next = 4'b0;
            d4_next = 4'b0;
            d5_next = 4'b0;
            d6_next = 4'b0;
            d7_next = 4'b0;
        end else if(ms_tick) begin
            if(d0_next < 9)
                d0_next = d0_next + 1;
            else begin
                d0_next = 0;
                if(d1_next < 9)
                    d1_next = d1_next + 1;
                else begin
                    d1_next = 0;
                    if(d2_next < 9)
                        d2_next = d2_next + 1;
                    else begin
                        d2_next = 0;
                        if(d3_next < 5)
                            d3_next = d3_next + 1;
                        else begin
                            d3_next = 0;
                            if(d4_next < 9)
                                d4_next = d4_next + 1;
                            else begin
                                d4_next = 0;
                                if(d5_next < 5)
                                    d5_next = d5_next + 1;
                                else begin
                                    d5_next = 0;
                                    if(d6_next < 9)
                                        d6_next = d6_next + 1;
                                    else begin
                                        d6_next = 0;
                                        if(d7_next < 9)
                                            d7_next = d7_next + 1;
                                        else begin
                                            d7_next = 0;
                                        end
                                    end
                                end
                            end
                        end
                    end
                end
            end 
        end
    end
    assign ms_tick = ms_reg == COUNT_VALUE - 1 ? 1'b1 : 1'b0;
    assign d0 = d0_reg;
    assign d1 = d1_reg;
    assign d2 = d2_reg;
    assign d3 = d3_reg;
    assign d4 = d4_reg;
    assign d5 = d5_reg;
    assign d6 = d6_reg;
    assign d7 = d7_reg;
endmodule
==> flow/run.sh <==
#!/bin/bash
# OpenROAD 26Q1-2900-gdf79404cd8, Yosys 0.63+post, stock flow scripts
make -C /OpenROAD-flow-scripts/flow DESIGN_CONFIG=/design/flow/config.mk WORK_HOME=/design/flow/orfs finish
==> flow/config.mk <==
export PLATFORM = sky130hd
export DESIGN_NAME = stop_watch
export DESIGN_NICKNAME = stop_watch
export VERILOG_FILES = /design/flow/design.v
export SDC_FILE = /design/flow/constraint.sdc
export NUM_CORES = 4
export LEC_CHECK = 1
export CORE_UTILIZATION = 30
==> flow/constraint.sdc <==
current_design stop_watch

set clk_period 4.2
set clk_io_pct 0.2

create_clock -name clk0 -period $clk_period [get_ports {clk}]

set non_clock_inputs [all_inputs -no_clocks]
set_input_delay [expr $clk_period * $clk_io_pct] -clock clk0 $non_clock_inputs
set_output_delay [expr $clk_period * $clk_io_pct] -clock clk0 [all_outputs]
==> insert_results.sql <==
-- physical implementation figures
INSERT INTO impl_metrics (metric_group, metric, value, unit) VALUES
('run_status', 'outcome', 'finished clean', ''),
('clock_network', 'cts_hold_repair.buffers', '0', ''),
('setup_path', 'worst-endpoint-arrival', '2.87', 'ns'),
('yosys', 'synth.cells.most_frequent', 'nor2_1, dfxtp_1, dlxtn_1, mux2i_1, inv_1', ''),
('floorplanning', 'core_area', '12200', 'um^2'),
('finish', 'post_route_cells_drive_above_1_share', '7.61', '%'),
('pwr', 'irDropWorstVdd', '0.175', 'mV'),
('detailed_routing', 'drtPass1Iterations', '4', ''),
('floorplanning', 'boundaryPins', '35', ''),
('timing', 'worst_case_hold_slack', '0.488', 'ns'),
('yosys', 'mappedNetlistArea', '3790', 'um^2'),
('yosys', 'count_of_state_elements_after_synthesis', '91', ''),
('timing', 'unclocked_regs', '32', ''),
('placed_design', 'placement.cell_area', '4270', 'um^2'),
('yosys', 'synth-cells-yosys', '420', ''),
('pwr', 'clkPwrFrac', '47.1', '%'),
('yosys', 'synth.top_cells.by_area', 'dfxtp_1, dlxtn_1, mux2i_1', ''),
('clock_network', 'cts-root-to-sink-buffers', '2', ''),
('timing', 'setup_tns', '0', 'ns'),
('clock_network', 'cts_made_buffers', '9', ''),
('pwr', 'finalPower', '1.36', 'mW'),
('pwr', 'power-per-cell-area', '300', 'nW/um^2'),
('run', 'max-cap-violations', '0', ''),
('setup_path', 'timing.critical_path.from', 'clr', ''),
('finish', 'final.fill_count', '1155', ''),
('yosys', 'library_cell_with_the_highest_instance_count_after_synthesis', 'nor2_1', ''),
('pwr', 'p_leak', '1.88', 'nW'),
('floorplanning', 'total_die_area', '13100', 'um^2'),
('global_routing', 'grt_usage', '12.2', '%'),
('yosys', 'top_area_share', '31.2', '%'),
('placed_design', 'place.detailed.hpwl', '5220', 'um'),
('global_routing', 'grt_pass1_vias', '2696', ''),
('yosys', 'synth_cell_type_count', '47', ''),
('clock_network', 'tritoncts', 'built', ''),
('worst_hold_path', 'min-delay-start', 'd2_reg[2]$_SDFFE_PN0P_', ''),
('clock_network', 'insertion_delay', '0.33', 'ns'),
('clock_network', 'cts_resized', '0', ''),
('yosys', 'ys_async_sr_fraction', '0', '%'),
('setup_path', 'critPathRequiredTime', '4.39', 'ns'),
('yosys', 'ys_area', '3790', 'um^2'),
('clock_network', 'post_cts_setup_buffers', '0', ''),
('worst_hold_path', 'min_path_type', 'flop to flop', ''),
('placed_design', 'place_worst_setup_slack', '1.18', 'ns'),
('global_routing', 'antenna_found_initial', '0', ''),
('detailed_routing', 'wl_per_cell', '11.7', 'um'),
('finish', 'largest_reg_flops', '27', ''),
('timing', 'slew_headroom', '45.4', '%'),
('yosys', 'edf_count', '0', ''),
('detailed_routing', 'final_wl', '7320', 'um'),
('timing', 'number_of_unconstrained_endpoints', '32', ''),
('timing', 'fin_skew', '0.00287', 'ns'),
('yosys', 'synthesis.area_per_instance', '9.02', 'um^2'),
('setup_path', 'nature_of_the_critical_path_startpoint', 'input port', ''),
('yosys', 'netlist_instances', '420', ''),
('floorplanning', 'initCoreUtil', '31.1', '%'),
('floorplanning', 'die.size.x', '114', 'um'),
('pwr', 'p_int', '1.04', 'mW'),
('finish', 'syn_to_final_growth', '19.8', '%'),
('placed_design', 'gpl.final_weighted_congestion', '0.807', ''),
('run', 'tool_warnings', '33', ''),
('finish', 'layout.cells.non_filler', '628', ''),
('finish', 'seq_area', '1660', 'um^2'),
('timing', 'slew_viol_final', '0', ''),
('yosys', 'yosys_warnings', '65', ''),
('timing', 'grt_setup_unrepaired', 'false', ''),
('finish', 'logic_area', '1950', 'um^2'),
('yosys', 'most_used_flip_flop_cell_after_synthesis', 'dfxtp_1', ''),
('pwr', 'p_comb_share', '7.6', '%'),
('detailed_routing', 'final_antenna_net_count', '0', ''),
('global_routing', 'grt_remaining_overflow', '0', '');
final cells by class:
type / count / area share, %
Multi-Input combinational cell: 290 / 42.9
Clock buffer: 11 / 5.13
Tap cell: 168 / 4.63
Timing Repair Buffer: 37 / 7.89
Sequential cell: 91 / 36.6
Inverter: 26 / 2.15
Clock inverter: 5 / 0.662
cell usage in the layout, fill, tap and decap left out, types with 3 or more instances in the layout:
cell type        netlist  routed
nor2b_1                5       5
nor2_1                84      84
and3_1                12      12
mux2i_1               32      32
clkinv_2               0       3
nand4_1               10      10
xor2_1                18      18
nor4_1                 4       4
xnor2_1               11      11
ha_1                  17      17
nand3_1               15      15
a31oi_1                3       3
nand2_1               15      15
nor3_1                 5       5
o21bai_1               3       3
nand2b_1               4       4
dfxtp_1               59      59
inv_1                 26      26
buf_4                  0       3
a21oi_1               12      12
o21a_1                 3       3
o21ai_0                7       7
clkdlybuf4s50_1        0      33
dlxtn_1               32      32
clkbuf_16              0       9
routing by layer:
metal	global-route usage (%)	share of wire, %
met4	1.82	1.7
met3	2.64	4.8
met5	0	0
met1	18.5	51
met2	18.3	43
critical path, cell delays in order:
cell and delay (ns):
clkdlybuf4s50_1 0.82, o311ai_0 0.48, a2bb2oi_4 0.59, nor2_1 0.12
final timing paths:
check             cells past startpoint  slack [ns]                      end
setup / recovery                      4        1.52  ms_reg[15]$_SDFFE_PN0P_
hold / removal                        2        0.49   d2_reg[2]$_SDFFE_PN0P_
setup reg to reg                      4        2.09  ms_reg[15]$_SDFFE_PN0P_
hold reg to reg                       2        0.49   d2_reg[2]$_SDFFE_PN0P_
power by group through the flow:
stage	Sequential, mW	Clock [mW]	Combinational [mW]
final	0.617	0.641	0.104
after global routing	0.620	0.691	0.119
after CTS	0.616	0.661	0.105
kinds of logic (layout without fill, tap and decap cells):
logic type               count (synthesis)  after routing  share of synthesized area, %
AND-OR/OR-AND                           33             33                          5.78
XOR/XNOR                                29             29                          6.71
adder cells (fa/ha/maj)                 17             17                          5.62
buffers and inverters                   39             79                          4.72
flip-flops                              59             59                          31.2
latches                                 32             32                          12.7
multiplexers                            34             34                          9.05
AND/OR/NAND/NOR                        177            177                          24.2
Power and IR drop assume default switching activity.
